$ cat constraint.sdc
current_design top_mcu

set clk_period 3.5
set clk_io_pct 0.2

create_clock -name clk0 -period $clk_period [get_ports {clk}]

set non_clock_inputs [all_inputs -no_clocks]
set_input_delay [expr $clk_period * $clk_io_pct] -clock clk0 $non_clock_inputs
set_output_delay [expr $clk_period * $clk_io_pct] -clock clk0 [all_outputs]
$ cat config.mk
export PLATFORM = sky130hd
export DESIGN_NAME = top_mcu
export DESIGN_NICKNAME = top_mcu
export VERILOG_FILES = /design/flow/design.v
export SDC_FILE = /design/flow/constraint.sdc
export NUM_CORES = 4
export LEC_CHECK = 1
export CORE_UTILIZATION = 30
$ cat design.v
module acc(
    input reset,
    input clk,
    input ld,
    input [7:0] acc_in,
    output reg [7:0] acc_out
    );
always@(posedge clk or posedge reset)begin
    if(reset)
        acc_out <= 8'b0000_0000;
    else
        if(ld)
            acc_out <= acc_in;
end
endmodule
module addr_mux(
    input [4:0] a,
    input [4:0] b,
    input sel,
    output [4:0] mux_out
    );
assign mux_out = sel ? a:b;
endmodule
module alu(
    input [7:0] a,
    input [7:0] b,
    input [2:0] op,
    output reg [7:0] alu_out
    );
always@(a,b,op)begin
    case(op)
        3'b000 : alu_out = a;
        3'b010 : alu_out = a+b;
        3'b011 : alu_out = a&b;
        3'b100 : alu_out = a^b;
        3'b101 : alu_out = b;
        3'b110 : alu_out = a;
        default : alu_out = 8'b0;
    endcase
end
endmodule
module bi_buf(
    input en,
    input [7:0] buf_in,
    input [7:0] d_in,
    output reg [7:0] buf_out,
    output reg [7:0] d_out
    );
always@(en,d_in,buf_in)begin
    buf_out = 8'b0;
    d_out = 8'b0;
    case(en)
        1'b0 : buf_out = d_in;
        1'b1 : d_out = buf_in;
    endcase
end
endmodule
module control_logic(
	input [2:0] op, pstate,
	input zero,
	output reg ld_acc, ld_mdr, ld_ir, dout_en, ld_pc, inc, sel, rd, wr,
	output reg [2:0] nstate
    );
always@*begin
	rd	    = 0; wr    = 0; ld_ir = 0; sel = 0; inc = 0;
	ld_acc = 0; ld_pc	= 0; dout_en = 0;
	ld_mdr = 0; nstate = 000;
	case(pstate)
		3'b100 : begin
			rd	    = 0; wr    = 0; ld_ir = 0; sel = 0; inc = 0;
			ld_acc = 0; ld_pc	= 0; dout_en = 0;
			ld_mdr = 0; nstate = 000;
		end
		3'b000 : begin
			rd	    = 1; wr    = 0; ld_ir = 1; sel = 0; inc = 0;
			ld_acc = 0; ld_pc	= 0; dout_en = 0;
			ld_mdr = 0; nstate = 001;
		end
		3'b001 : begin
			rd	    = 0; wr    = 0; ld_ir = 0; sel = 0; inc = 0;
			ld_acc = 0; ld_pc	= 0; dout_en = 0;
			ld_mdr = 0; nstate = 010;
		end
		3'b010 : begin
			case(op)
				3'b000 : begin  
					rd	    = 0; wr    = 0; ld_ir = 0; sel = 1; inc = 0;
					ld_acc = 0; ld_pc	= 0; dout_en = 0;
					ld_mdr = 0; nstate = 000;
				end
				3'b001 : begin  
					rd	    = 0; wr    = 0; ld_ir = 0; sel = 1; inc = 1;
					ld_acc = 0; ld_pc	= 0; dout_en = 0;
					ld_mdr = 0; nstate = 011;
				end
				3'b010 : begin  
					rd	    = 1; wr    = 0; ld_ir = 0; sel = 1; inc = 1;
					ld_acc = 0; ld_pc	= 0; dout_en = 0;
					ld_mdr = 1; nstate = 011;
				end
				3'b011 : begin  
					rd	    = 1; wr    = 0; ld_ir = 0; sel = 1; inc = 1;
					ld_acc = 0; ld_pc	= 0; dout_en = 0;
					ld_mdr = 1; nstate = 011;
				end
				3'b100 : begin  
					rd	    = 1; wr    = 0; ld_ir = 0; sel = 1; inc = 1;
					ld_acc = 0; ld_pc	= 0; dout_en = 0;
					ld_mdr = 1; nstate = 011;
				end
				3'b101 : begin  
					rd	    = 1; wr    = 0; ld_ir = 0; sel = 1; inc = 1;
					ld_acc = 0; ld_pc	= 0; dout_en = 0;
					ld_mdr = 1; nstate = 011;
				end
				3'b110 : begin  
					rd	    = 0; wr    = 1; ld_ir = 0; sel = 1; inc = 1;
					ld_acc = 0; ld_pc	= 0; dout_en = 1;
					ld_mdr = 0; nstate = 000;
				end
				3'b111 : begin  
					rd	    = 0; wr    = 0; ld_ir = 0; sel = 1; inc = 0;
					ld_acc = 0; ld_pc	= 1; dout_en = 0;
					ld_mdr = 0; nstate = 000;
				end
				default : begin
					rd	    = 0; wr    = 0; ld_ir = 0; sel = 0; inc = 0;
					ld_acc = 0; ld_pc	= 0; dout_en = 0;
					ld_mdr = 0; nstate = 000;
				end
			endcase
		end
		3'b011 : begin
			case(op)
				3'b001 : begin  
					rd	    = 0; wr    = 0; ld_ir = 0; sel = 0; inc = 0;
					ld_acc = 0; ld_pc	= 0; dout_en = 0;
					ld_mdr = 0; nstate = 000;
					inc = zero ? 1:0;
				end
				3'b010 : begin  
					rd	    = 0; wr    = 0; ld_ir = 0; sel = 0; inc = 0;
					ld_acc = 1; ld_pc	= 0; dout_en = 0;
					ld_mdr = 0; nstate = 000;
				end
				3'b011 : begin  
					rd	    = 0; wr    = 0; ld_ir = 0; sel = 0; inc = 0;
					ld_acc = 1; ld_pc	= 0; dout_en = 0;
					ld_mdr = 0; nstate = 000;
				end
				3'b100 : begin  
					rd	    = 0; wr    = 0; ld_ir = 0; sel = 0; inc = 0;
					ld_acc = 1; ld_pc	= 0; dout_en = 0;
					ld_mdr = 0; nstate = 000;
				end
				default : begin
					rd	    = 0; wr    = 0; ld_ir = 0; sel = 0; inc = 0;
					ld_acc = 0; ld_pc	= 0; dout_en = 0;
					ld_mdr = 0; nstate = 000;
				end
			endcase
		end
		default : begin
			rd	    = 0; wr    = 0; ld_ir = 0; sel = 0; inc = 0;
			ld_acc = 0; ld_pc	= 0; dout_en = 0;
			ld_mdr = 0; nstate = 000;
		end
	endcase
end  
endmodule
module flag(
    input reset,
    input clk,
    input ld,
    input [7:0] alu_out,
    output reg flag 
    );
always@(posedge reset or posedge clk)begin
    if(reset)
        flag = 0;
    else
        case(alu_out)
            8'b0000_0000 : if(ld == 1)
                flag = 1;
            default : if(ld == 1)
                flag = 0;
        endcase
end
endmodule
module ir(
    input reset,
    input clk,
    input ld,
    input [7:0] ir_in,
    output reg [7:0] ir_out
    );
always@(posedge clk or posedge reset)begin
    if(reset)
        ir_out <= 8'b0;
    else
        if(ld)
            ir_out <= ir_in;
        else
            ir_out <= ir_out;
end
endmodule
module mdr(
    input reset,
    input clk,
    input ld,
    input [7:0] mdr_in,
    output reg [7:0] mdr_out
    );
always@(posedge reset or posedge clk)begin
    if(reset)
        mdr_out <= 8'b0;
    else
        if(ld)
            mdr_out <= mdr_in;
end
endmodule
module pc_logic(
	input reset,
	input clk,
	input ld_pc,
	input inc_pc,
	input [4:0] pc_in,
	output reg [4:0] pc_out
    );
always@(posedge reset or posedge clk)begin
	if(reset)
		pc_out <= 5'b0;
	else
		if(ld_pc)
			pc_out <= pc_in;
		else if(inc_pc)
			pc_out <= pc_out+1;
end
endmodule
module state(
	input	reset,
	input clk,
	input [2:0] state_in,
	output reg [2:0] state_out
    );
always@(posedge clk or posedge reset)begin
	if(reset)begin
		state_out <= 3'b100;
	end
	else begin
		state_out <= state_in;
	end
end
endmodule
module top_mcu(
    input clk,
    input reset,
    input [7:0] memory_in,
    output [7:0] memory_ou,
    output [4:0] mem_add,
    output sig_r,
    output sig_w,
    output sig_dout_e
    );
wire [7:0] memory_out;
wire [4:0] mem_addr;
wire sig_rd;
wire sig_wr;
wire sig_dout_en;
assign memory_ou = memory_out;
assign mem_add = mem_addr;
assign sig_r = sig_rd;
assign sig_w = sig_wr;
assign sig_dout_e = sig_dout_en;
wire sig_ld_acc;
wire sig_ld_mdr;
wire sig_ld_ir;
wire sig_ld_pc;
wire sig_inc;
wire sig_sel;
wire sig_flag;
wire [2:0] sig_nstate;
wire [2:0] sig_state_out;
wire [4:0] sig_pc_out;
wire [7:0] sig_buf_out;
wire [7:0] sig_mdr_out;
wire [7:0] sig_acc_out;
wire [7:0] sig_ir_out;
wire [7:0] sig_alu_out;
acc acc1(
    .clk (clk),
    .ld (sig_ld_acc),
    .reset (reset),
    .acc_in (sig_alu_out),
    .acc_out (sig_acc_out)
    );
addr_mux addr_mux1(
    .a (sig_pc_out),
    .b (sig_ir_out[4:0]),
    .sel (sig_sel),
    .mux_out (mem_addr)
    );
alu alu1(
    .a (sig_acc_out),
    .b (sig_mdr_out),
    .op (sig_ir_out[7:5]),
    .alu_out (sig_alu_out)
    );
bi_buf bi_buf1(
    .en (sig_dout_en),
    .buf_in ( sig_acc_out),
    .d_in (memory_in),
    .buf_out (sig_buf_out),
    .d_out (memory_out)
    );
control_logic control_logic1(
    .zero (sig_flag),
    .op (sig_ir_out[7:5]),
    .pstate (sig_state_out),
    .rd (sig_rd),
    .wr (sig_wr),
    .ld_ir (sig_ld_ir),
    .sel (sig_sel),
    .inc (sig_inc),
    .ld_acc (sig_ld_acc),
    .ld_pc (sig_ld_pc),
    .dout_en (sig_dout_en),
    .ld_mdr (sig_ld_mdr),
    .nstate (sig_nstate)
    );
flag flag1(
    .clk (clk),
    .ld (sig_ld_acc),
    .reset (reset),
    .alu_out (sig_alu_out),
    .flag (sig_flag)
    );
ir ir1(
    .clk (clk),
    .ld (sig_ld_ir),
    .reset (reset),
    .ir_in (sig_buf_out),
    .ir_out (sig_ir_out[7:0])
    );
mdr mdr1(
    .clk (clk),
    .ld (sig_ld_mdr),
    .reset (reset),
    .mdr_in (sig_buf_out),
    .mdr_out (sig_mdr_out)
    );
pc_logic pc_logic1(
    .clk (clk),
    .inc_pc (sig_inc),
    .ld_pc (sig_ld_pc),
    .reset (reset),
    .pc_in (sig_ir_out[4:0]),
    .pc_out (sig_pc_out)
    );
state state1(
    .clk (clk),
    .reset (reset),
    .state_in (sig_nstate),
    .state_out (sig_state_out)
    );
endmodule
$ cat run.sh
#!/bin/bash
# OpenROAD 26Q1-2900-gdf79404cd8, Yosys 0.63+post, stock flow scripts
make -C /OpenROAD-flow-scripts/flow DESIGN_CONFIG=/design/flow/config.mk WORK_HOME=/design/flow/orfs finish
==> flow_metrics.env <==
# physical design summary
export IMPL_drv_cap=0
export IMPL_wire_per_inst_um=14.2
export IMPL_yosys_area_top_type="dfrtp_1"
export IMPL_synth_edff_count=0
export IMPL_clock_latency_ns=0.28
export IMPL_dp_hpwl_mm=3.54
export IMPL_die_w_um=87.1
export IMPL_flop_area_sq_um=827
export IMPL_h_tree_depth=2
export IMPL_grt_ovfl_total=0
export IMPL_fin_crit_sh_pct=83.2
export IMPL_async_flop_share_pct=100
export IMPL_ys_area_sq_um=2170
export IMPL_reg2reg_depth=8
export IMPL_outcome="complete, no violations"
export IMPL_syn_area_sq_um=2170
export IMPL_leakage_nw=1.13
export IMPL_grt_pass1_wl_mm=8.14
export IMPL_max_freq_ghz=0.344
export IMPL_utilization_pct=38.0
export IMPL_nFillCells=709
export IMPL_tns_ns=0
export IMPL_worstMarginPinSlew_ns=0.649
export IMPL_cp_arrival_ns=2.21
export IMPL_drc_errors=0
export IMPL_drive_above_1_share_pct=16.3
export IMPL_dr_pass1_iters=4
export IMPL_place_congestion=0.929
export IMPL_syn_inst=224
export IMPL_antenna_found_initial=0
export IMPL_ys_types=50
export IMPL_comb_area_sq_um=1270
export IMPL_tritoncts="yes"
export IMPL_cts_root_buf="clkbuf_8"
export IMPL_min_path_type="reg -> reg"
export IMPL_synth_avg_cell_area_sq_um=9.71
export IMPL_endpoint_kind="primary output"
export IMPL_rsz0062_at_grt="no"
export IMPL_io_buffers=25
export IMPL_endpoint="memory_ou[2]"
export IMPL_top_cells_by_area="dfrtp_1 (37%), mux2_2 (11%), ha_1 (5.2%), mux2i_1 (4.1%), nand2_1 (4.0%)"
export IMPL_path_clk_slew_ns=0.07
export IMPL_min_period_ns=2.91
export IMPL_ff2ff_setup_slack_ns=1.19
export IMPL_grt_pass1_vias=1588
export IMPL_path_class="reg -> out"
export IMPL_skew_ns=0.00893
export IMPL_final_setup_viol_count=0
export IMPL_r2r_end="flag1.flag"
export IMPL_grt_max_degree=34
export IMPL_worstSetupStartpointType="flop"
export IMPL_drt_iter0_markers=124
export IMPL_rr_startpoint="acc1.acc_out[0]"
export IMPL_cts_buffers_inserted=5
export IMPL_die_h_um=87.1
export IMPL_pin_count=26
export IMPL_power_density_nw_per_um2=847
export IMPL_critPathRequiredTime_ns=2.80
export IMPL_cts_resized=0
export IMPL_groute_usage_overall_pct=14.1
export IMPL_ant_nets=0
export IMPL_yosys_cells=224
export IMPL_slew_headroom_pct=56.6
export IMPL_vias_per_cell=4.93
export IMPL_ys_warn_count=9
export IMPL_core_sq_um=6910
export IMPL_wl_mm=4.93
export IMPL_ir_worst_vdd_uv=286
export IMPL_postSynthSeqShare_pct=38.0
export IMPL_post_cts_setup_buffers=0
export IMPL_cp_max_fo=11
export IMPL_clock_sinks=33
export IMPL_num_vias=1715
export IMPL_numSynthFlops=33
export IMPL_postCtsHoldBufs=0
export IMPL_die_area_sq_um=7590
export IMPL_diodes=0
export IMPL_final_hold_violation_count=0
export IMPL_ctsLongestPathBuffers=2
export IMPL_area_delta_synth_final_pct=20.8
export IMPL_fp_util_pct=31.5
export IMPL_synth_top_cell_area_share_pct=36.8
export IMPL_report_final_slew_viol_count=0
export IMPL_startpoint="state1.state_out[2]"
export IMPL_placementRows=30
export IMPL_warnings=25
export IMPL_ff_type="dfrtp_1"
flip-flops by register name, summed over array words and instances (netlist names):
| signal | flops |
|---|---|
| acc1.acc_out | 8 |
| ir1.ir_out | 8 |
| mdr1.mdr_out | 8 |
| pc_logic1.pc_out | 5 |
| state1.state_out | 3 |
| flag1.flag | 1 |
cells by family (layout without fill, tap and decap cells):
| family | after synthesis | count (layout) | share of synthesized area (%) |
|---|---|---|---|
| buffers and inverters | 16 | 44 | 3.68 |
| adders and majority gates | 10 | 10 | 6.10 |
| other | 1 | 1 | 0.172 |
| AOI/OAI and AO/OA | 56 | 56 | 16.6 |
| xor gates and xnor gates | 4 | 4 | 1.96 |
| DFF | 33 | 33 | 38.0 |
| and+or+nand+nor | 74 | 74 | 18.5 |
| muxes | 30 | 30 | 15.0 |
cells in the mapped netlist (2+ instances only):
library cell  number
buf_2              4
nand2b_1           7
a211oi_1           2
dfrtp_1           32
ha_1               9
o21ai_1            4
xor2_1             3
nor2b_1            2
nand3b_1           5
a21o_1             4
nand3_1            8
nor2_1             8
inv_1              6
o21ai_0           15
o211ai_1           2
a21oi_1           12
and3_1             2
nand4_1            2
mux2i_1            9
a22o_1             2
nand2_1           23
buf_4              2
a221oi_1           4
mux2_2            21
clkbuf_1           3
nor3_1             2
and2_1             8
critical path, cell delays in order, from the launching register on:
cell and delay, ns:
dfstp_2 0.38, nand2b_1 0.17, nor2_1 0.10, buf_4 0.18, and4b_1 0.47, and2_1 0.19, clkdlybuf4s50_1 0.45
layer usage:
metal	vias to the layer above	wire (um)	share of wire (%)	global-route usage [%]
li1	871	-	-	-
met1	796	2560	52	23.8
met2	41	2130	43	20.1
met3	7	189	3.8	1.92
met4	0	51	1.0	1.79
met5	-	0	0	0
final cells by class:
class / count / share of cell area (%)
clock buffer: 7 / 3.67
sequential: 33 / 31.5
tap: 96 / 4.57
multi-input combinational: 175 / 48.3
clock inverter: 1 / 0.191
inverter: 6 / 0.858
timing repair buffer: 30 / 11.0
worst min path at each step:
stage,from,endpoint,slack (ns),cells after the start
CTS,flag1.flag,flag1.flag,0.52,2
global route,state1.state_out[2],state1.state_out[1],0.56,1
finish,flag1.flag,flag1.flag,0.51,2
stage by stage:
step | cell area (sq um) | hold WS (ns) | total power [mW] | std cells | setup WS [ns]
floorplan | 2170 | 0.448 | 1.59 | 224 | 1.48
global placement | 2520 | 0.504 | 1.88 | 340 | 0.891
detailed placement | 2520 | 0.505 | 1.90 | 340 | 0.870
CTS | 2630 | 0.523 | 2.23 | 348 | 0.527
global route | 2630 | 0.564 | 2.44 | 348 | 0.454
finish | 2630 | 0.514 | 2.22 | 348 | 0.589
power by group:
group / total (mW) / internal [mW] / switching (mW)
clock: 0.322 / 0.178 / 0.144
combinational: 1.15 / 0.574 / 0.578
sequential: 0.751 / 0.548 / 0.203
cell usage in the layout, fill, tap and decap left out, drive strengths merged, types with 8 or more instances in the layout:
cell type       n
o21ai          19
nand2          23
nor2            8
nand3           8
clkdlybuf4s50  25
mux2           21
dfrtp          32
mux2i           9
ha              9
a21oi          12
and2            8
Power figures rest on the tool's default switching activity, not on a simulated workload.
