### flow/config.mk
export PLATFORM = sky130hd
export DESIGN_NAME = memory
export DESIGN_NICKNAME = memory
export VERILOG_FILES = /design/flow/design.v
export SDC_FILE = /design/flow/constraint.sdc
export NUM_CORES = 4
export LEC_CHECK = 1
export CORE_UTILIZATION = 40
### flow/constraint.sdc
current_design memory

set clk_period 3.1
set clk_io_pct 0.2

create_clock -name clk0 -period $clk_period [get_ports {clk}]

set non_clock_inputs [all_inputs -no_clocks]
set_input_delay [expr $clk_period * $clk_io_pct] -clock clk0 $non_clock_inputs
set_output_delay [expr $clk_period * $clk_io_pct] -clock clk0 [all_outputs]
### flow/design.v
module memory(
    input reset,
    input clk,
    input READ,WRITE,
    input [4:0] MEM_ADDR,
    input [7:0] MEM_DATA1,
    output reg [7:0] MEM_DATA2
    );
reg [7:0] tmp;
reg [7:0] one;
reg [7:0] last_n;
reg [7:0] n;
reg [7:0] xn1;
reg [7:0] xn;
reg temp;
always@(posedge reset or posedge clk)begin
    if(reset)begin
        MEM_DATA2 <= 8'b0;
        temp <= 0;
    end
    else begin
        if(temp == 0)begin
            tmp <= 8'b0;
            one <= 8'b00000001;
            last_n <= 8'b00001010;
            n <= 8'b00000000;
            xn1 <= 8'b00000001;
            xn <= 8'b00000001;
            temp <= 1;
         end
         if(READ)
            case(MEM_ADDR)
                5'b00000 : MEM_DATA2 <= 8'b10111111;
                5'b00001 : MEM_DATA2 <= 8'b01011110;
                5'b00010 : MEM_DATA2 <= 8'b11011010;
                5'b00011 : MEM_DATA2 <= 8'b10111111;
                5'b00100 : MEM_DATA2 <= 8'b11011110;
                5'b00101 : MEM_DATA2 <= 8'b10111010;
                5'b00110 : MEM_DATA2 <= 8'b11011111;
                5'b00111 : MEM_DATA2 <= 8'b10111101;
                5'b01000 : MEM_DATA2 <= 8'b01011011;
                5'b01001 : MEM_DATA2 <= 8'b11011101;
                5'b01010 : MEM_DATA2 <= 8'b10011100;
                5'b01011 : MEM_DATA2 <= 8'b00100000;
                5'b01100 : MEM_DATA2 <= 8'b11100000;
                5'b01101 : MEM_DATA2 <= 8'b00000000;
                5'b11010 : MEM_DATA2 <= tmp;
                5'b11011 : MEM_DATA2 <= one;
                5'b11100 : MEM_DATA2 <= last_n;
                5'b11101 : MEM_DATA2 <= n;
                5'b11110 : MEM_DATA2 <= xn1;
                5'b11111 : MEM_DATA2 <= xn;
                default : MEM_DATA2 <= 8'b00000000;
            endcase
        else if(WRITE)
            case(MEM_ADDR)
                5'b11010 : tmp <= MEM_DATA1;
                5'b11011 : one <= MEM_DATA1;
                5'b11100 : last_n <= MEM_DATA1;
                5'b11101 : n <= MEM_DATA1;
                5'b11110 : xn1 <= MEM_DATA1;
                5'b11111 : xn <= MEM_DATA1;
            endcase
        end
end 
endmodule
### flow/run.sh
#!/bin/bash
# OpenROAD 26Q1-2900-gdf79404cd8, Yosys 0.63+post, stock flow scripts
make -C /OpenROAD-flow-scripts/flow DESIGN_CONFIG=/design/flow/config.mk WORK_HOME=/design/flow/orfs finish
==> ci_impl_report.md <==
### Yosys + OpenROAD results

| Metric | Value |
|---|---|
| Hold_buf cts | 0 |
| Mean Syn Cell Area | a little under 10 sq um |
| Dominant Register Cell | edfxtp_1 |
| Layout cells sized above 1 | 13.7% |
| Fmax | roughly 410 MHz |
| Clk pin slew, worst setup/hold paths | 60 ps |
| Root buffer cell | clkbuf_8 |
| Drt drc | 0 |
| Layout area overhead | 19.6% |
| Synth async-reset ratio | roughly 16% |
| Yosys stat chip area | about 3200 sq um |
| Vias in the first global route | roughly 2400 |
| Final period utilization | just under 80% |
| Drt first pass iters | 4 |
| Core area | ~7700 sq um |
| Worst vdd ir | around 0.24 mV |
| Synth warnings | 1 |
| Endpoints failing hold | 0 |
| Largest net degree at the start of global routing | between 40 and 50 |
| Synth Instances | approximately 320 |
| Cell area leaders | edfxtp_1 (46%), dfrtp_1 (7.1%), o21ai_0 (7.1%) |
| Clock sink total | between 50 and 60 |
| Io pins | 25 |
| Post-route antenna net violation count | 0 |
| Skew final | ~11 ps |
| Storage element area | around 1700 sq um |
| GR Util All Layers | between 20% and 30% |
| # port buffers | 24 |
| Cell leakage power | approximately 1.4 nW |
| Area leader share | a little under half |
| Post-synth top area cell | edfxtp_1 |
| Maximum root-to-sink buffer count | 2 |
| Critical Path Start Type | primary input |
| First-pass GRT wire length | 12900 um |
| Floorplan utilization | 41.0% |
| Gate Area | around 1300 sq um |
| P per Cell Area | ~490 nW/um^2 |
| Post-CTS setup repair buffer count | 0 |
| RePlAce Congestion | 0.878 |
| Die ar. | 8240 sq um |
| Unique masters post-synth | around 43 |
| Row cnt | 32 |
| FF-to-FF path depth | 3 |
| Worst-Margin Slew | around 550 ps |
| Drt total wl | about 7900 um |
| Wire length per cell | between 15 and 20 um |
| Final Critical Period | roughly 2400 ps |
| Crit path max fanout | 16 |
| Top Layout Cells | edfxtp_1 (48), o21ai_0 (45), nand3_1 (44) |
| Synth Cell Area | 3150 sq um |
| TritonCTS clock tree | yes |
| MaxCap Viol Count | 0 |
| Post-CTS sizing | 0 |
| Core Util, Final | 49.1% |
| Post-synth regs | 57 |
| Final setup viols | 0 |
| Final HPWL DP | 5510 um |
| HP Class | reg2reg |
| Diode count | 0 |
| Status | complete, no violations |
| CP Class | in2reg |
| Late-Pin Clk Latency | about 330 ps |
| Most frequent logic cell in the layout | edfxtp_1 |
| Crit path DAT | 2610 ps |
| Grt ovf | 0 |
| Post-synth EDFFs | about 48 |
| Final Slew Violations | 0 |
| Relative slew slack | a little under two thirds |
| Sequential area share after synthesis | around 53% |
| Tool warnings | 25 |
| Final setup TNS | 0 ps |
| Die H | 90.8 um |
| Filler Cell Count | 728 |
| Ys cells | around 320 |
| DR iter-0 viols | between 150 and 200 |
| Post-DR vias/cell | approximately 5.6 |
| Die width | between 90 and 100 um |
| Total number of vias | approximately 2600 |
| Worst EP required | between 3000 and 4000 ps |
| WHS Path Cells | 2 |
| Crit path capture type | flop |
| RSZ-0062 raised after global routing | no |
| Cts bufs inserted | 9 |
| Initial antenna violation count | 0 |
| CTS H-tree lvls | 3 |
## synthesized netlist by cell type, types with 3 or more instances
library cell	n
a21oi_1	12
a31oi_1	9
and2_1	3
and3_1	4
buf_2	10
clkbuf_1	12
dfrtp_1	9
edfxtp_1	48
inv_1	21
mux2i_1	5
mux4_2	4
nand2_1	25
nand3_1	44
nand3b_1	3
nor2_1	13
nor2b_1	3
nor3_1	5
o21ai_0	45
o21ai_1	6
o22ai_1	10
## where the power goes
part / switching (mW) / internal [mW] / leakage (nW)
logic: 0.125 / 0.108 / 0.708
clock network: 0.280 / 0.413 / 0.103
registers: 0.0260 / 0.886 / 0.592
total: 0.431 / 1.41 / 1.40
## cell type report
cell class                 instances  area share [%]
clock buffer                      13            4.21
clock inverter                     3            1.06
inverter                          22            2.19
multi-input combinational        216            34.0
sequential                        57            44.2
tap                              102            3.38
timing repair buffer              47            10.9
## registers in the layout, summed over array words and instances, names as in the netlist
name	cells
tmp	8
MEM_DATA2	8
temp	1
n	8
xn	8
xn1	8
one	8
last_n	8
## cells by family (layout without fill, tap and decap cells)
group	count (synthesis)	count (layout)	share of synthesized area [%]
AOI/OAI and AO/OA	96	96	18.5
other	1	1	0.119
DFF	57	57	52.9
xor gates and xnor gates	1	1	0.278
buffers and inverters	47	85	6.47
muxes	11	11	5.16
and+or+nand+nor	107	107	16.6
## metal layers
| layer | vias to the layer above | GRT usage [%] | routed length (um) |
|---|---|---|---|
| met3 | 14 | 5.06 | 497 |
| met4 | 0 | 4.76 | 197 |
| met2 | 85 | 29.5 | 3550 |
| met1 | 1214 | 36.3 | 3690 |
| li1 | 1252 | - | - |
| met5 | - | 0 | 0 |
## critical path: stages
cell	delay [ps]
clkdlybuf4s50_1	760
buf_4	330
mux4_2	530
a21oi_1	260
o22ai_1	100
## final timing paths
path                                    from      endpoint  slack, ps
worst max register to register         xn[2]  MEM_DATA2[2]       1560
min in group asynchronous              reset          temp        660
max in group asynchronous              reset  MEM_DATA2[5]       2060
worst min-delay path            MEM_DATA2[1]  MEM_DATA2[1]        530
worst max-delay path             MEM_ADDR[0]  MEM_DATA2[0]        690
worst min register to register  MEM_DATA2[1]  MEM_DATA2[1]        530
## per-stage QoR
stage / area [sq um] / std cells / worst slack (ps) / power (mW) / hold slack (ps)
after floorplan: 3150 / 320 / 949 / 1.06 / 485
after global placement: 3570 / 444 / 359 / 1.16 / 524
after detailed placement: 3570 / 444 / 413 / 1.16 / 523
after CTS: 3770 / 460 / 754 / 1.86 / 532
after global routing: 3770 / 460 / 640 / 1.93 / 540
final: 3770 / 460 / 688 / 1.84 / 527
Power and IR drop assume default switching activity.
